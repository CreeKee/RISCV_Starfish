==> flow/run.sh <==
#!/bin/bash
# OpenROAD 26Q1-2900-gdf79404cd8, Yosys 0.63+post, stock flow scripts
make -C /OpenROAD-flow-scripts/flow DESIGN_CONFIG=/design/flow/config.mk WORK_HOME=/design/flow/orfs finish
==> flow/config.mk <==
export PLATFORM = sky130hd
export DESIGN_NAME = RegFile
export DESIGN_NICKNAME = RegFile
export VERILOG_FILES = /design/flow/design.v
export SDC_FILE = /design/flow/constraint.sdc
export NUM_CORES = 4
export LEC_CHECK = 1
export CORE_UTILIZATION = 50
==> flow/constraint.sdc <==
current_design RegFile

set clk_period 8.0
set clk_io_pct 0.2

create_clock -name clk0 -period $clk_period [get_ports {clk}]

set non_clock_inputs [all_inputs -no_clocks]
set_input_delay [expr $clk_period * $clk_io_pct] -clock clk0 $non_clock_inputs
set_output_delay [expr $clk_period * $clk_io_pct] -clock clk0 [all_outputs]
==> flow/design.v <==
`timescale 1ns / 1ps
module RegFile(
    input [31:0] wd,
    input clk, 
    input en,
    input [4:0] adr1,
    input [4:0] adr2,
    input [4:0] wa,
    output logic [31:0] rs1, 
    output logic [31:0] rs2     );
    logic [31:0] reg_file [0:31];
    initial
    begin
        int i;
        for (i=0; i<32; i++)
            reg_file[i] = 0;
    end
    always_ff @( negedge clk)
    begin
        if ( (en == 1) && (wa != 0) )
            reg_file[wa] <= wd;       
    end
    assign rs1 = reg_file[adr1];
    assign rs2 = reg_file[adr2];
endmodule
==> deck_impl_summary.md <==
Flow Results at a Glance

Placed design
  – Post-DP Area: 52300 sq um
  – Routability cong.: 0.963
  – Pre-CTS WS: 0.284 ns
  – # placed instances: 4742
  – Port Buffers: 112
  – DP Wirelength: 89.2 mm

Power
  – LEAKAGE: 27.0 nW
  – Overall power: 14.9 mW
  – VDD IR max: 0.190 mV
  – Pwr/cell area: 243 nW/um^2

Yosys
  – Number of standard cells reported by yosys: 3387
  – Post-synth seq share: 63.1%
  – Comb area leader: multiplexers
  – Cell area after synthesis: 48800 sq um
  – Yosys reg bits: 1024
  – Gate Count Post-Synth: 3387
  – Mean Syn Cell Area: 14.4 sq um
  – Adder-cell area share of the yosys netlist: 0%
  – Yosys stat area: 48800 sq um
  – Post-synthesis cell type count: 25
  – Top cells by area: edfxtp_1, mux2i_1, a22oi_1, a22o_1, nand3_1
  – Post-Synth XOR/XNOR Area: 0%
  – Post-synth top area cell: edfxtp_1
  – Basic Gates by Area: 4.71%
  – Synth top area share: 63.1%
  – Ys Warns: 1
  – Compound-Gate Fraction of Synth Area: 8.05%
  – Synth mux share: 21.0%

Final timing
  – Final hold vios: 0
  – Final Hold Slack: 4.09 ns
  – Finish-stage setup viols: 0
  – Max_slew headroom: 41.4%
  – RSZ-0062 raised after global routing: true
  – Worst-Margin Slew: 0.879 ns
  – Total Neg Setup Slack: 0 ns
  – Fin worst setup slack: 0.0652 ns
  – Final Max Slew Viols: 0

Final layout
  – Post-layout util: 63.5%
  – Fillers: 6780
  – P&R area growth vs syn: 25.9%
  – Final Instance Area: 61400 sq um
  – Max reg flops: 1024
  – Share of layout cells above drive strength 1: 12.0%
  – Final instance count without filler cells: 5979
  – Reg with most FFs: reg_file
  – Top Registers: reg_file (1024)

Clocking
  – Root Driver: clkbuf_16
  – Reg clk slew, reported paths: 0.03 ns
  – CTS buffer count: 113
  – CTS Hold Bufs: 0
  – CTS tree: done
  – Clock sinks: 1024
  – Clock Tree Buf Depth: 3
  – Htree depth: 3

Min path
  – Hold WC Path Type: in2out
  – Worst hold path depth: 6

Run status
  – Outcome: completed

Drt
  – Antenna viol nets, final: 0
  – 1st-pass router iterations: 6
  – Drt drc: 0
  – Via count: 35.0k
  – Total wire length: 153 mm
  – DR iter-0 viols: 2345
  – DR vias/cell: 5.86
  – Wire length per cell: 25.7 um

Critical path
  – Max stage delay on crit path: 0.46 ns
  – Kind of critical path: reg2out
  – Critical Path End Type: output port
  – Critical path required time: 6.40 ns
  – Crit-path max FO: 2
  – WP data arrival: 6.33 ns
  – Slowest cell on crit path: clkdlybuf4s50_1
  – Worst path cell trace: mux2i_1 > a22o_1 > nor3_4 > a31oi_4 > nand3_2 > clkdlybuf4s50_1
  – Startpoint Class: flop

Floorplan
  – Core area: 96700 sq um
  – Boundary Pins: 113
  – Chip Width: 314 um
  – Chip footprint: 98800 sq um
  – Row cnt: 114
  – Die span in y: 314 um
  – Initial Util: 50.4%

Flow run
  – Tool warnings: 1030
  – Maxcap violations: 0

Global routing
  – Congestion Overflow GR: 0
  – Initial antenna violation count: 4
  – First-pass GRT wire length: 223 mm
  – Largest net degree at the start of global routing: 94
  – Total GRT Usage: 34.1%
  – Number of global-route vias before repair: 38.3k
## cells by family after synthesis
logic type / Yosys count
AOI/OAI and AO/OA: 576
buffers and inverters: 254
DFF: 1024
muxes: 1024
other: 1
and+or+nand+nor: 508
## critical path, delay by kind of cell (launching register included)
family / cells / cell delay, ns
buffers and inverters: 1 / 0.46
and+or+nand+nor: 2 / 0.41
AOI/OAI and AO/OA: 2 / 0.35
DFF: 1 / 0.33
muxes: 1 / 0.08
## where the power goes
group / internal (mW) / switching (mW) / total (mW)
Clock: 4.20 / 3.41 / 7.61
Sequential: 6.03 / 0.0320 / 6.07
Combinational: 0.453 / 0.764 / 1.22
## final cells by class
class                   instances  area, sq um  area share, %
flip-flops and latches       1024        30700           50.1
clock buffers                 118         2950           4.81
multi-input cells            2140        18000           29.3
repair buffers                301         3070           5.01
well taps                    1276         1600           2.60
clock inverters              1116         4980           8.12
diodes                          4         10.0         0.0163
## cells in the mapped netlist (all sizes together)
master and count:
a21oi 192, inv 1, nand3 194, edfxtp 1024, conb 1, clkbuf 75
nand2b 4, a22o 128, nor2 34, nand3b 5, or3b 3, nor3 64
or3 1, or2 2, mux2i 1024, a22oi 192, nor2b 4, and2 2
nand2 195, a31oi 64, buf 178
## cells in the final DEF, fill, tap and decap left out, types with 42 or more instances in the layout
master / n
clkbuf_16: 118
inv_1: 1046
nand3_2: 42
mux2i_1: 1024
a21oi_1: 192
edfxtp_1: 1024
a22o_1: 128
a22oi_1: 190
clkdlybuf4s50_1: 58
nand2_1: 193
buf_4: 149
nand3_1: 149
## timing repair
action	CTS	global route
pin swaps	31	75
buffers inserted	0	6
endpoints found under the setup margin	61	37
resized	162	79
## worst paths after layout
kind                                 start       to
hold / removal                     adr1[1]  rs1[30]
setup / recovery  reg_file[7][4]$_DFFE_NP_   rs2[4]
## metal layers
metal  vias to the layer above  share of wire [%]  routed length [um]  track usage, %
met5                         -               0.38                 578            4.11
met4                        13                3.0                4660            13.6
met3                       299                 16               24800            26.0
met2                      2073                 45               68800            45.6
met1                     16800                 36               54700            42.9
li1                      15800                  -                   -               -
Power figures rest on the tool's default switching activity, not on a simulated workload.
