`design/flow/run.sh`:
```
#!/bin/bash
# OpenROAD 26Q1-2900-gdf79404cd8, Yosys 0.63+post, stock flow scripts
make -C /OpenROAD-flow-scripts/flow DESIGN_CONFIG=/design/flow/config.mk WORK_HOME=/design/flow/orfs finish
```
`design/flow/config.mk`:
```
export PLATFORM = sky130hd
export DESIGN_NAME = IF_block
export DESIGN_NICKNAME = IF_block
export VERILOG_FILES = /design/flow/design.v
export SDC_FILE = /design/flow/constraint.sdc
export NUM_CORES = 4
export LEC_CHECK = 1
export CORE_AREA = 10 10 97 97
export DIE_AREA = 0 0 107 107
```
`design/flow/constraint.sdc`:
```
current_design IF_block

set clk_period 6.5
set clk_io_pct 0.2

create_clock -name clk0 -period $clk_period

set non_clock_inputs [all_inputs -no_clocks]
set_input_delay [expr $clk_period * $clk_io_pct] -clock clk0 $non_clock_inputs
set_output_delay [expr $clk_period * $clk_io_pct] -clock clk0 [all_outputs]
```
`design/flow/design.v`:
```
`timescale 1ns / 1ps
typedef struct packed {
    logic [31:0] pc;
} if_reg_d;
typedef struct packed{
    logic [31:0] pc;
}de_reg_d;
typedef struct packed{
    logic [31:0] pc;
    logic [1:0] size;
    logic sign;
    logic regWrite;
    logic memWrite;
    logic memRead2;
    logic [3:0] alu_fun;
    logic alu_srcA;
    logic [1:0] alu_srcB;
    logic rf_wr_sel;
    logic [6:0] opcode;
    logic [2:0] func3;
    logic [31:0] immed;
    logic [31:0] rs1;
    logic [31:0] rs2;
    logic [4:0] wa;
} ex_reg_d;
typedef struct packed{
    logic [31:0] alu_result;
    logic [1:0] size;
    logic sign;
    logic [31:0] rs2;
    logic regWrite;
    logic memWrite;
    logic memRead2;
    logic rf_wr_sel;
    logic [4:0] wa;
}mem_reg_d;
typedef struct packed{
    logic [31:0] alu_result;
    logic regWrite;
    logic rf_wr_sel;
    logic [4:0] wa;
}wb_reg_d;
module IF_block
#(parameter int WIDTH = 32)
    (
    input if_reg_d reg_out_data,
    input logic[1:0] br_res_ex,
    input logic[WIDTH-1:0] br_target_ex,
    input logic[WIDTH-1:0] mepc,
    input logic[WIDTH-1:0] mtvec,
    output if_reg_d reg_in_data
    );
    logic[1:0] pc_sel = 0;
    mux_4t1_nb #(.n(WIDTH)) pcMUX(.D0(reg_out_data.pc+4), .D1(br_target_ex), .D2(mtvec), .D3(mepc), .SEL(br_res_ex), .D_OUT(reg_in_data.pc));
endmodule
`timescale 1ns / 1ps
 module mux_4t1_nb  #(parameter n=32) (
      input logic [1:0] SEL,
      input logic [n-1:0] D0, 
      input logic [n-1:0] D1, 
      input logic [n-1:0] D2, 
      input logic [n-1:0] D3, 
      output logic [n-1:0] D_OUT);  
      always_comb
      begin 
            case (SEL) 
                  0:      D_OUT = D0;
                  1:      D_OUT = D1;
                  2:      D_OUT = D2;
                  3:      D_OUT = D3;
                  default D_OUT = 0;
            endcase 
      end
endmodule
`default_nettype wire
```
==> notes.md <==
yosys + openroad results -> cell area after synthesis 1320 um2, Max-slew headroom 0.487, Worst-Margin Slew 0.769 ns, kind of end point of the critical path output port, cts hold-fix bufs 0, Post-Route WL between 6000 and 7000 um, largest area contributor in the netlist mux4_2, pin count of the biggest net entering global routing 33, setup TNS 0 ns, DRT Pass-1 Iters 4, first-pass GRT wire length 10300 um, P_sw approximately 44 uW, Cell area leaders mux4_2 (53%), xnor2_1 (15%), nand3_1 (4.2%), # DRC 0, worst hold path class input port to output port, Routed wire per std cell 18.1 um, Die Span Y around 110 um, cts repair resizes 0, CP Class input port to output port, wire length on met1 2830 um, top cells by count, synth mux4_2 (31), xnor2_1 (23), nand3_1 (11), CP cell instances clkdlybuf4s50_1 -> ha_1 -> nand3_1 -> nor4_4 -> nand4_1 -> xnor2_1 -> mux4_1 -> clkdlybuf4s50_1, Sw Ratio 0.238, diode count 0, number of global-route vias before repair 1787, total chip power 183 uW, CP Launch Type input port, hold slack roughly 3.6 ns, Die Size 11400 um2, Final ANT Viol Nets 0, routability congestion estimate 0.824, flop count 0, io pins 162, Buf/Inv on CP 2, max-slew violation count 0, num rows 31, initial drt markers 35, Placeable Area 7290 um2, Max VDD drop 0.0204 mV, YS warnings 2, GRT Overall Usage 0.114, uppermost routed layer met4, Slowest Stage Delay on Critical Path 0.54 ns, Max-area cell share 0.529, GRT Residual Overflow 0, count leader, synth mux4_2, Layout Utilization 0.415, yosys cell count 118, achievable frequency 189 MHz, Max-cap violations 0, min Tclk post-route 5.30 ns, Pwr Density 60.5 nW/um2, Post-DP HPWL 6070 um, Flop area 0 um2, initial antenna violation count 0, final hold viol count 0, outcome finished clean, Final setup viols 0, P_int around 140 uW, Largest delay share family, worst path buffers and inverters, fin crit share 0.816, metal2 WL 3150 um, most used cell, CP clkdlybuf4s50_1, Via Count 1642, Seq pwr share 0, RSZ-0062 raised after global routing no, Log Warnings 32, crit path DAT roughly 4.0 ns, syn avg cell area 11.2 um2, postcts setup bufs 0, Die X between 100 and 150 um, combinational share of power 1.000, Clock Power Share 0, Area Growth Syn to Fin 130%, count of cell types in the netlist 21, layout cells sized above 1 0.147, # clk buffers 0, Mapped Cells around 120, IO buf count 162, register share after synthesis 0, Leakage about 1.0 nW, floorplan core density 0.181, Met3 Wirelength 748 um, CP max stage cell clkdlybuf4s50_1, Worst Path Max Fanout 8, drt via density 4.41, crit path DRT roughly 5.2 ns, yosys synthesis chip area roughly 1300 um2
[final cells by class]
cell class	instances	area, um2
Fill cell	721	4260
Multi-Input combinational cell	107	1270
Timing Repair Buffer	163	1620
Tap cell	99	124
Inverter	3	11.3
[stage by stage]
step	instance area [um2]	instances	setup WS (ns)
after global routing	3030	372	0.913
final	3030	372	1.20
after floorplan	1320	118	2.49
after CTS	3030	372	1.16
after detailed placement	3030	372	1.18
after global placement	3030	372	1.21
[worst paths after layout]
path	start	slack (ns)	cells after the start	endpoint
setup / recovery	reg_out_data[2]	1.20	8	reg_in_data[28]
hold / removal	br_res_ex[0]	3.63	3	reg_in_data[2]
[logic make-up (layout without fill, tap and decap cells)]
group | count (synthesis) | in the layout | share of synthesized area
buffers and inverters | 11 | 166 | 0.0342
muxes | 32 | 32 | 0.549
adders and majority gates | 1 | 1 | 0.00949
and+or+nand+nor | 46 | 46 | 0.221
xor gates and xnor gates | 28 | 28 | 0.186
[power by group through the flow]
stage | logic [mW] | registers (mW) | clock network [mW]
global route | 0.197 | 0 | 0
finish | 0.183 | 0 | 0
CTS | 0.186 | 0 | 0
[layout by cell type (no fill, tap or decap), drive strengths merged]
master / instances
nor4: 5
nand2: 10
mux4: 32
ha: 1
xor2: 5
inv: 3
and3: 3
buf: 3
xnor2: 23
nor2: 5
and2: 1
or2: 2
clkdlybuf4s50: 160
nand3: 12
nand4: 8
[per-layer routing]
layer,vias to the layer above,track usage
li1,796,-
met2,87,0.185
met4,0,0.00387
met5,-,0
met3,2,0.0406
met1,757,0.152
Power is estimated from default activity; no workload was simulated.
