**design/flow/design.v**
```verilog
`timescale 1ns / 1ps
module ALU(
    input [31:0] srcA,
    input [31:0] srcB,
    input [3:0] alu_fun,
    output reg [31:0] result
    );
always @ (srcA, srcB, alu_fun) begin
    case(alu_fun)
        4'b0000: result <= srcA+srcB;  
        4'b1000: result <= srcA-srcB;  
        4'b0110: result <= srcA|srcB;  
        4'b0111: result <= srcA&srcB;  
        4'b0100: result <= srcA^srcB;  
        4'b0101: result <= srcA >> srcB[4:0];  
        4'b0001: result <= srcA << srcB[4:0];  
        4'b1101: result <= $signed(srcA)  >>> srcB[4:0];  
        4'b0010: result <= ($signed(srcA) < $signed(srcB)) ? 1 : 0;  
        4'b0011: result <= (srcA < srcB) ? 1:0;  
        4'b1001: result <= (srcB);  
        default: result <= 32'hDEADBEEF;
    endcase
end
endmodule
```
**design/flow/run.sh**
```bash
#!/bin/bash
# OpenROAD 26Q1-2900-gdf79404cd8, Yosys 0.63+post, stock flow scripts
make -C /OpenROAD-flow-scripts/flow DESIGN_CONFIG=/design/flow/config.mk WORK_HOME=/design/flow/orfs finish
```
**design/flow/constraint.sdc**
```tcl
current_design ALU

set clk_period 23.4
set clk_io_pct 0.2

create_clock -name clk0 -period $clk_period

set non_clock_inputs [all_inputs -no_clocks]
set_input_delay [expr $clk_period * $clk_io_pct] -clock clk0 $non_clock_inputs
set_output_delay [expr $clk_period * $clk_io_pct] -clock clk0 [all_outputs]
```
**design/flow/config.mk**
```make
export PLATFORM = sky130hd
export DESIGN_NAME = ALU
export DESIGN_NICKNAME = ALU
export VERILOG_FILES = /design/flow/design.v
export SDC_FILE = /design/flow/constraint.sdc
export NUM_CORES = 4
export LEC_CHECK = 1
export CORE_UTILIZATION = 30
```
==> impl_metrics.toml <==
# yosys + openroad results
[final_timing]
tightest_slew_ps = 916
finalHoldViolCount = 0
setup_tns_ps = 0
timing.fmax_mhz = 71.5
min_period_over_period = 0.598
fin_ws_ps = 9410
rsz0062_at_grt = "false"
fin_crit_ps = 13990
setup_violations = 0
max-slew-margin-rel = 0.382
drv_slew = 0

[run_status]
status = "completed"

[yosys]
synth_cells = 1329
ys_cells = 1329
avgSynthCellArea_um2 = 6.87
ys_chip_area_um2 = 9130
ys_types = 83
synth_area_leader_cell = "ha_1"
yosysSeqAreaShare = 0
top_area_frac = 0.136
yosys_warnings = 1
synthesis.area_um2 = 9130
yosys-top-cells-count = "138 x nor2_1, 124 x a21oi_1, 121 x nand2_1, 103 x o21ai_0, 99 x ha_1"
topCellsByArea = "ha_1 14%, mux4_2 13%, a21oi_1 6.8%"
yosysMostFrequentCell = "nor2_1"

[final_layout]
comb_area_um2 = 8290
final_util = 0.349
final_area_um2 = 10400
drive_gt1_frac = 0.0896
syn2layout_area_growth_pct = 13.8
num-fill-cells = 3247
clkbuf_count = 0
ff_latch_area_um2 = 0
ff_count = 0

[pwr]
p_int_uw = 102
power.switching_uw = 157
clockPowerShare = 0
powerDensity_nw_per_um2 = 24.9
combPwrFrac = 1.000
total_leakage_power_uw = 0.00410
power_uw = 259
peakVddDrop_mv = 0.0132
netSwitchingFraction = 0.606
seqPwrFrac = 0

[critical_path]
cp_max_fo = 55
crit_path_end_kind = "output port"
worst-endpoint-required_ps = 18720
cp.arrival_ps = 9310
worst-setup-path-type = "input port to output port"
cp-start-kind = "input port"

[clock_tree]
cts_hold_buffers = 0
cts_resized = 0
post-cts-setup-buffer-count = 0

[floorplanning]
fp_util = 0.306
dieArea_um2 = 31100
io_pins = 100
die_x_um = 176
die.size.y_um = 176
row_count = 63
core_area_um2 = 29800

[routing]
route.detailed.wl_per_inst_um = 26.5
first_iter_violations = 1574
finalWirelength_um = 46100
vias_per_cell = 6.47
drc = 0
first_pass_iters = 6
vias = 11300
ant_nets = 0

[placement]
port-buffer-count = 100
routabilityCongestion = 1.03
dpl_worst_slack_ps = 9550
dpl_cell_area_um2 = 10400
dp_hpwl_um = 35600

[grt]
grt_max_degree = 77
grt_pass1_wl_um = 67500
overflow = 0
grt.total_usage = 0.297
grt_pass1_vias = 10300
antenna_found_initial = 5

[run]
maxCapViolCount = 0
log.warning_count = 99

[worst_hold_path]
worst_hold_path_type = "input port to output port"
## cell type report
class / count / area share
Timing Repair Buffer: 131 / 0.117
Antenna cell: 1 / 0.000241
Multi-Input combinational cell: 1115 / 0.798
Inverter: 104 / 0.0376
Tap cell: 390 / 0.0470
## layout by cell type, fill, tap and decap left out, types with 9 or more instances in the layout
master	Yosys	routed
clkdlybuf4s50_1	0	96
mux2i_1	36	36
o21ai_1	19	19
a21oi_1	124	124
o221ai_1	17	17
mux4_2	54	54
ha_1	99	99
buf_4	2	32
inv_1	96	96
a221o_1	9	9
nand4_1	10	10
a221oi_1	9	9
nor3_1	19	19
nand3_1	23	23
nand2b_1	11	11
nand2_1	121	121
a21o_1	20	20
o22ai_1	17	17
and2_1	14	14
a222oi_1	17	17
a22oi_1	9	9
o21bai_1	11	11
nor4_1	12	11
o21ai_0	103	103
o211ai_1	28	28
mux2_2	9	9
o2111ai_1	10	10
nor2b_1	14	14
a211oi_1	18	18
a31oi_1	14	14
nor2_1	138	138
## per-layer routing
layer / GRT usage / routed length (µm) / up-vias
met1: 0.430 / 19600 / 5421
met4: 0.0621 / 1220 / 2
met2: 0.455 / 20500 / 666
met3: 0.0626 / 4780 / 80
li1: - / - / 5096
met5: 0 / 13 / -
## power groups by stage
stage         logic [µW]  registers [µW]  clock network, µW
CTS                  253               0                  0
global route         276               0                  0
finish               259               0         0.00000616
## kinds of logic after synthesis
kind of cell,count (synthesis),synth area share
buf+inv,214,0.0925
mux,101,0.186
xor+xnor,4,0.00384
simple gates,397,0.201
fa+ha+maj,101,0.140
compound gates,512,0.377
## through the flow
| stage | std cells | hold slack (ps) |
|---|---|---|
| 2_1_floorplan | 1329 | 9440 |
| 4_1_cts | 1740 | 10490 |
| 5_1_grt | 1740 | 10540 |
| 6_report | 1741 | 10510 |
| 3_5_place_dp | 1740 | 10490 |
| 3_3_place_gp | 1740 | 10500 |
## path summary, 6_finish.rpt
path                     end  slack, ps    start  cells past startpoint
hold / removal    result[18]      10510  srcB[3]                      5
setup / recovery  result[24]       9410  srcB[2]                     15
## critical path, cell delays in order
cell	delay, ps
buf_2	80
buf_4	520
clkinv_1	140
buf_4	340
ha_1	520
a21oi_1	150
o21ai_1	260
a21oi_1	170
o21ai_1	270
a31oi_1	200
o41ai_1	780
a21oi_1	200
o221ai_1	210
a21boi_1	270
clkdlybuf4s50_1	500
Power and IR drop assume default switching activity.
